[config.mk]
export PLATFORM = sky130hd
export DESIGN_NAME = hs_npu_accumulator
export DESIGN_NICKNAME = hs_npu_accumulator
export VERILOG_FILES = /design/flow/design.v
export SDC_FILE = /design/flow/constraint.sdc
export NUM_CORES = 4
export LEC_CHECK = 1
export CORE_UTILIZATION = 50
[constraint.sdc]
current_design hs_npu_accumulator

set clk_period 25.6
set clk_io_pct 0.2

create_clock -name clk0 -period $clk_period [get_ports {clk}]

set non_clock_inputs [all_inputs -no_clocks]
set_input_delay [expr $clk_period * $clk_io_pct] -clock clk0 $non_clock_inputs
set_output_delay [expr $clk_period * $clk_io_pct] -clock clk0 [all_outputs]
[design.v]
package hs_npu_pkg;
  typedef logic signed [31:0] word;
  typedef logic signed [15:0] short;
  typedef logic [31:0] uword;
endpackage : hs_npu_pkg
module hs_npu_accumulator #(
    parameter int OUTPUT_DATA_WIDTH = 32   
) (
    input logic clk,
    input logic rst_n,
    input logic [OUTPUT_DATA_WIDTH-1:0] input_data,   
    input logic valid_i,   
    input logic [OUTPUT_DATA_WIDTH-1:0] bias_in,   
    input logic bias_en,   
    output logic [OUTPUT_DATA_WIDTH-1:0] result,   
    output logic valid_o   
);
  logic [OUTPUT_DATA_WIDTH-1:0] bias;
  always_ff @(posedge clk or negedge rst_n) begin
    if (!rst_n) begin
      bias <= '0;
    end else if (bias_en) begin
      bias <= bias_in;
    end
  end
  always_comb begin
    if (valid_i) begin
      result  = input_data + bias;
      valid_o = 1'b1;   
    end else begin
      result  = '0;
      valid_o = 1'b0;   
    end
  end
endmodule
[run.sh]
#!/bin/bash
# OpenROAD 26Q1-2900-gdf79404cd8, Yosys 0.63+post, stock flow scripts
make -C /OpenROAD-flow-scripts/flow DESIGN_CONFIG=/design/flow/config.mk WORK_HOME=/design/flow/orfs finish
==> results.txt <==
Results of the flow run.

The run finished with clean final reports. The max-slew violation count stands at 0. The number of logic stages on the critical path including buffering stands at 11.

The routability congestion estimate from global placement stands at 0.9130. Warnings reported by Yosys during synthesis add up to 1. The maximum number of buffers from clock root to sink stands at 2. Of the cells placed in the final design, the portion with a size suffix greater than 1 is between 10% and 20%.

The synthesis stat section lists a flop and latch total of 32. The number of buffers inserted during clock tree synthesis stands at 5. Per the detail_route report, inserted antenna diodes total 0.

The clock-pin slew reported for the worst setup and hold paths after clock tree synthesis stands at 70 ps. The share of synthesized area occupied by flip-flops and latches stands at 26.05%. Post-synth the commonest register cell is sky130_fd_sc_hd__dfrtp_1. After layout, the setup clock skew is reported as 0 ps. The number of endpoints failing setup at the final stage stands at 0. The later pin in the worst-skew pair is clocked with a latency of around 280 ps. In this run the register-to-register setup slack is 24840 ps.

On the critical path the data arrives at 8160 ps. Measured against its own limit, the worst slew margin works out to between 40% and 50%. In this run the tool buffered the top-level ports with ~100 buffer cells. The worst register-to-register path depth is 1. In the log, the iteration count for the first detailed-route pass is 4. The number of cells upsized or downsized after cts stands at 0. The final layout report lists a filler cell count of 488. The total of max-cap violations stands at 0. The stage logs contain a warning count of 26.

The area enclosed by the die boundary stands at around 6500 um2. The number of antenna violations at the first check in global routing was 0. The worst endpoint required time stands at 20480 ps. The initial cell density of the core stands at 51.92%. The post-place instance area stands at 4106 um2. The chip area line in the Yosys stat output reads 3074 um2. The worst ir drop on vdd stands at 0.00003498 V. The share of the clock period used by the worst path stands at 51.87%. The total standard cell area after synthesis stands at between 3000 and 4000 um2. Broken down by cell family, the worst path's largest delay share belongs to buffers and inverters. The synthesized design spends more area on one cell type than any other, namely sky130_fd_sc_hd__dfrtp_1. The number of vias in the routed layout stands at 2945. The multi-input logic area stands at 2162 um2. The number of hold-slack violations in the final timing report stands at 0.

Summed over all failing endpoints, the final setup total negative slack is 0 ps. The maximum fanout encountered on the critical timing path stands at 5. The cell count after synthesis came out at 353. The total congestion overflow stands at 0. STA classifies the critical path startpoint as an input pin. In this run the worst hold path is classified as reg -> reg.

Setup repair after global routing left no endpoint under its margin. The number of buffer and inverter stages on the critical path stands at 3. The worst path in the final design needs a cycle of between 10000 and 15000 ps, including I/O delays and setup. The critical path in this run is classified as in -> out. CTS saw 32 sinks.

TritonRoute reported its final design rule violation total as 0. After synthesis, the largest area contributor takes up between 20% and 30% of total cell area. Looking at the gate-level netlist, the highest instance count belongs to sky130_fd_sc_hd__nor2_1. The largest stage delay on the critical path stands at 480 ps. The post-route cell area stands at 4203 um2. The slowest stage of the critical path belongs to the cell sky130_fd_sc_hd__clkdlybuf4s50_1. Wires add up to 7564 um. The floorplan has 28 rows. From synthesis to final layout, the design area changed by 36.71%. The first global-routing pass estimated 12970 um of wire. The H-tree was split into 2 levels. Among the stages of the critical path, the cell type that occurs most often is sky130_fd_sc_hd__clkdlybuf4s50_1. TritonCTS built the clock tree.

The average instance area after synthesis stands at 8.709 um2. The register with the most flip-flops in the layout has 32 of them. The global routing report lists combined usage of all routing layers as 25.84%.

The HPWL after detailed placement is 5934 um. The script logs the ratio of routed vias to standard cells as between 5 and 6. Registers take 800.8 um2. Once iteration 0 of detailed routing completed, the report listed 154 DRC markers. The transition time at the pin with the least slew margin stands at 816.3 ps.

The minimum hold slack stands at 512.8 ps. For this design the static power due to leakage is 1.782 nW. Entering global routing, the biggest net connects 34 pins. The setup fix buffers added after clock tree synthesis stands at 0. The total chip power stands at approximately 200 uW. The worst setup path is captured at an output pin. The placeable core region stands at 5921 um2.

In the hold timing report, the worst path depth is 1. By area the synthesized netlist is led by sky130_fd_sc_hd__dfrtp_1, sky130_fd_sc_hd__ha_1, sky130_fd_sc_hd__mux2_2. The number of global-route vias before repair came to 2908. The tree is rooted in a sky130_fd_sc_hd__clkbuf_8. Measured along the x axis, the die boundary spans 80.41 um. The number of library cell types mapped by synthesis stands at 52.

The post-synthesis async set-or-reset flop share stands at 100.0%. The largest registers in the layout are bias (32). Ranked by flip-flop count, first place goes to bias.

The count of library flops with an enable pin stands at 0. The number of cells reported by Yosys stat comes to 353. Power spread over the standard cell area amounts to 48.68 nW/um2. According to the I/O placement log, the pin count is 101.

Nets still carrying antenna violations after routing amount to 0. The flow reports an fmax of 75.31 MHz. The critical path goes through clkdlybuf4s50_1 -> ha_1 -> inv_1 -> fa_1 -> nor2b_1 -> o2111ai_1 -> a21oi_1 -> o41ai_2 -> o41ai_1 -> mux2i_1 -> clkdlybuf4s50_1. The average routed wire per standard cell stands at 14.57 um. The die is around 80 um tall. The commonest cells after synthesis are sky130_fd_sc_hd__nor2_1, sky130_fd_sc_hd__dfrtp_1, sky130_fd_sc_hd__ha_1, sky130_fd_sc_hd__mux2_2, sky130_fd_sc_hd__nand2_1. The hold buffer count at CTS stands at 0.
[stage by stage]
stage	utilization [%]	instances	worst slack [ps]
after floorplan	-	353	13580
after global placement	69.36	512	12330
after detailed placement	69.36	512	12270
after CTS	70.98	519	12270
after global routing	70.98	519	12060
final	70.98	519	12320
[placed cells by master, fill, tap and decap left out, types with 9 or more instances in the layout]
cell and n:
sky130_fd_sc_hd__mux2_2 31, sky130_fd_sc_hd__xnor2_1 10, sky130_fd_sc_hd__nor3_1 13, sky130_fd_sc_hd__dfrtp_1 32, sky130_fd_sc_hd__o21ai_0 14, sky130_fd_sc_hd__xor2_1 10
sky130_fd_sc_hd__a21oi_1 22, sky130_fd_sc_hd__a21o_1 12, sky130_fd_sc_hd__nor2_1 35, sky130_fd_sc_hd__nand2_1 27, sky130_fd_sc_hd__inv_1 9, sky130_fd_sc_hd__clkdlybuf4s50_1 100
sky130_fd_sc_hd__ha_1 31
[routing by layer]
metal  up-vias  wire, um  global-route usage [%]
li1       1489         -                       -
met1      1354      3473                   37.03
met2        94      3602                   44.32
met3         8       428                   2.999
met4         0        60                   1.786
met5         -         0                       0
[worst paths after layout]
check	endpoint	startpoint
hold / removal	bias[6]	bias[6]
setup / recovery	result[30]	input_data[0]
setup reg to reg	bias[19]	bias[19]
min in group asynchronous	bias[15]	rst_n
hold reg to reg	bias[6]	bias[6]
max in group asynchronous	bias[22]	rst_n
[cell type report]
class | count | area share, %
multi-input combinational | 294 | 51.44
timing repair buffer | 102 | 24.17
sequential | 32 | 19.05
clock buffer | 7 | 2.292
tap | 75 | 2.233
inverter | 9 | 0.8038
[cell families (layout without fill, tap and decap cells)]
| group | after synthesis | in the layout | synth area share, % |
|---|---|---|---|
| compound gates | 98 | 98 | 22.18 |
| mux | 34 | 34 | 12.33 |
| xor+xnor | 20 | 20 | 5.698 |
| buf+inv | 27 | 118 | 3.622 |
| flops | 32 | 32 | 26.05 |
| simple gates | 110 | 110 | 16.85 |
| fa+ha+maj | 32 | 32 | 13.27 |
[power by group]
part	internal, mW	switching (mW)	leakage, nW	total, mW
Clock	0.0240	0.0191	0.0503	0.0430
Combinational	0.0566	0.0466	1.36	0.103
Sequential	0.0556	0.00277	0.375	0.0584
Power figures rest on the tool's default switching activity, not on a simulated workload.
