--- flow/run.sh ---
#!/bin/bash
# OpenROAD 26Q1-2900-gdf79404cd8, Yosys 0.63+post, stock flow scripts
make -C /OpenROAD-flow-scripts/flow DESIGN_CONFIG=/design/flow/config.mk WORK_HOME=/design/flow/orfs finish
--- flow/config.mk ---
export PLATFORM = sky130hd
export DESIGN_NAME = hs_npu_activation
export DESIGN_NICKNAME = hs_npu_activation
export VERILOG_FILES = /design/flow/design.v
export SDC_FILE = /design/flow/constraint.sdc
export NUM_CORES = 4
export LEC_CHECK = 1
export CORE_UTILIZATION = 50
--- flow/design.v ---
package hs_npu_pkg;
  typedef logic signed [31:0] word;
  typedef logic signed [15:0] short;
  typedef logic [31:0] uword;
endpackage : hs_npu_pkg
module hs_npu_activation #(
    parameter int DATA_WIDTH   = 32,
    parameter int OUTPUT_WIDTH = 16
) (
    input logic [DATA_WIDTH-1:0] input_data,   
    input logic valid_i,   
    input logic relu_en,   
    input logic [DATA_WIDTH-1:0] shift_amount,   
    output logic [OUTPUT_WIDTH-1:0] result,
    output logic valid_o   
);
  logic [DATA_WIDTH-1:0] relu_result;
  logic [DATA_WIDTH-1:0] shifted_result;
  always_comb begin
    relu_result = '0;
    shifted_result = '0;
    result = '0;
    valid_o = 1'b0;
    if (valid_i) begin
      if (relu_en) begin
        relu_result = (input_data[DATA_WIDTH-1] == 1'b0) ? input_data : '0;
      end else begin
        relu_result = input_data;
      end
      shifted_result = $signed(relu_result) >>> shift_amount;
      result = shifted_result[OUTPUT_WIDTH-1:0];
      valid_o = 1'b1;
    end
  end
endmodule
--- flow/constraint.sdc ---
current_design hs_npu_activation

set clk_period 9.1
set clk_io_pct 0.2

create_clock -name clk0 -period $clk_period

set non_clock_inputs [all_inputs -no_clocks]
set_input_delay [expr $clk_period * $clk_io_pct] -clock clk0 $non_clock_inputs
set_output_delay [expr $clk_period * $clk_io_pct] -clock clk0 [all_outputs]
==> impl_metrics.tcl <==
# implementation run metrics
set metrics [dict create \
    max_slew.worst_pin.slew_ps 825 \
    final-comb-area_mm2 0.00210 \
    viasPerCell 6.86 \
    syn-mean-instance-area_um2 8.36 \
    clkPwrFrac_pct 0 \
    grt_pass1_wl_um 11700 \
    outcome "complete, no violations" \
    arrival_ps 5080 \
    drtIter0Drc 250 \
    rsz0062_at_grt "no" \
    comb_power_share_pct 100.0 \
    track_usage_pct 30.3 \
    period_used_pct 75.9 \
    power.leakage_nw 0.973 \
    post_cts_resized 0 \
    slew_headroom_pct 44.8 \
    drv_slew 0 \
    yosys-top-cells-area "mux4_2 36%, nand2_1 7.8%, nor3_1 5.1%" \
    synth_area_leader_cell "mux4_2" \
    synth-area-yosys_mm2 0.00227 \
    die_height_um 69.4 \
    design.seq.count 0 \
    stdcell_count 383 \
    antenna_found_initial 0 \
    seqCellArea_um2 0 \
    switching_share_pct 44.7 \
    setup_viol_count_final 0 \
    routed_wl_um 6910 \
    placed_area_mm2 0.00305 \
    final_area_mm2 0.00305 \
    core_mm2 0.00435 \
    rows 24 \
    endpoint_kind "primary output" \
    place.gp.congestion 1.04 \
    ant_nets 0 \
    most_common_cell "nand2_1" \
    critPathLaunchType "primary input" \
    globalRouteOverflowTotal 0 \
    synth_cell_types 50 \
    vias 2626 \
    path_max_fanout 21 \
    top_cell_area_share_pct 35.7 \
    min-delay-start "valid_i" \
    initCoreUtil_pct 52.2 \
    ys_cells 272 \
    ys_seq_share_pct 0 \
    numPortBuffers 83 \
    synthTopCellsByCount "47 x nand2_1, 36 x mux4_2, 23 x nor3_1" \
    fillerInstances 351 \
    critPathLaunch "shift_amount[1]" \
    syn_area_mm2 0.00227 \
    n_antenna_cell 0 \
    critPathKind "primary input to primary output" \
    fin_setup_tns_ps 0 \
    p_int_mw 0.0783 \
    power_density_mw_per_mm2 46.4 \
    drive_gt1_share_pct 17.8 \
    power.switching_mw 0.0632 \
    cts_setup_buffers 0 \
    chip_area_mm2 0.00482 \
    dr.pass1.iters 5 \
    grt_pass1_vias 2386 \
    post-dp-hpwl_um 5410 \
    cap_violations 0 \
    clock_buffers 0 \
    io_pins 83 \
    p_seq_share_pct 0 \
    crit_required_ps 7280 \
    period_minus_slack_ps 6900 \
    hold_violations 0 \
    warnings 33 \
    syn-instance-count 272 \
    fmax_ghz 0.145 \
    grt_max_degree 44 \
    fin_total_pwr_mw 0.141 \
    min-delay-path-class "primary input to primary output" \
    ys_warn_count 1 \
    areaGrowthSynthToFinish_pct 34.0 \
    route.detailed.drc 0 \
    wl_per_cell_um 18.0 \
    peakVddDrop_uv 39.1 \
    cts_hold_buf 0 \
    dp.cells 383 \
    chipWidth_um 69.4 \
]
-- critical path, cell delays in order --
cell and delay (ps):
clkdlybuf4s50_1 1010, buf_4 380, mux4_2 320, and2_1 190, a2111oi_4 410, nand2_1 100
a311oi_1 310, nor4_1 120, clkdlybuf4s50_1 410
-- layer usage --
metal	vias to the layer above	part of all wire, %	track usage [%]
met5	-	0	0
met4	0	2.2	6.35
met3	13	9.8	3.69
met2	166	46	45.3
met1	1205	42	49.3
li1	1242	-	-
-- power by group through the flow --
stage | combinational (mW) | clock (mW) | sequential, mW
6_report | 0.141 | 0 | 0
5_1_grt | 0.153 | 0 | 0
4_1_cts | 0.141 | 0 | 0
-- stage by stage --
stage	hold WS (ps)	utilization [%]	worst slack, ps
5_1_grt	4640	70.0	1990
3_3_place_gp	4610	70.0	2280
6_report	4610	70.0	2200
4_1_cts	4620	70.0	2220
3_5_place_dp	4620	70.0	2230
2_1_floorplan	3710	-	3830
-- cell families (layout without fill, tap and decap cells) --
logic type	count (synthesis)	after routing	synth area share (%)
buffers and inverters	34	93	7.49
and+or+nand+nor	114	114	27.6
AOI/OAI and AO/OA	81	81	26.1
muxes	43	43	38.8
-- final timing paths --
check,to,slack (ps),cells past startpoint
worst min-delay path,valid_o,4610,2
worst max-delay path,result[0],2200,9
-- cell type report --
cell class,instances,share of cell area [%]
inverters,6,0.739
multi-input cells,238,69.0
well taps,52,2.14
repair buffers,87,28.1
-- cells in the final DEF (no fill, tap or decap), types with 2 or more instances in the layout --
cell type / synthesis / layout
a31oi_1: 13 / 13
buf_4: 4 / 4
mux4_2: 36 / 36
o21ai_0: 7 / 7
a211oi_1: 8 / 8
nor4_4: 3 / 3
o31ai_1: 7 / 7
o311ai_0: 3 / 3
clkdlybuf4s50_1: 0 / 82
o32a_1: 2 / 2
o32ai_1: 2 / 2
o22ai_1: 2 / 2
and3_1: 2 / 2
mux2i_1: 6 / 6
inv_1: 6 / 6
a221oi_1: 3 / 3
nor3b_1: 2 / 2
o221a_2: 2 / 2
nand3_1: 7 / 7
o21ai_1: 4 / 4
o2111ai_1: 2 / 2
o31ai_2: 2 / 2
nor2_1: 11 / 11
a21oi_1: 16 / 16
nor2b_1: 2 / 2
nor4_2: 3 / 3
and2_1: 4 / 4
nor3_1: 23 / 23
nand2_1: 47 / 47
nor4_1: 2 / 2
No activity file was given, so power comes from the tool's default toggle rates.
